File: flow/config.mk
export PLATFORM = sky130hd
export DESIGN_NAME = ADD_BRANCH
export DESIGN_NICKNAME = ADD_BRANCH
export VERILOG_FILES = /design/flow/design.v
export SDC_FILE = /design/flow/constraint.sdc
export NUM_CORES = 4
export LEC_CHECK = 1
export CORE_AREA = 10 10 94 94
export DIE_AREA = 0 0 104 104
File: flow/constraint.sdc
current_design ADD_BRANCH

set clk_period 24.1
set clk_io_pct 0.2

create_clock -name clk0 -period $clk_period

set non_clock_inputs [all_inputs -no_clocks]
set_input_delay [expr $clk_period * $clk_io_pct] -clock clk0 $non_clock_inputs
set_output_delay [expr $clk_period * $clk_io_pct] -clock clk0 [all_outputs]
File: flow/design.v
module ADD_PC(
	input [31:0] pc,				 
	output reg [31:0] nextPC	 
);
	always @(pc) begin
		nextPC = pc + 4;			 
	end
endmodule 
module ADD_BRANCH(		
	input [31:0] nextPC,			 
	input [31:0] shift,			 
	output reg [31:0] branch		
);
	always @* begin
		branch <= nextPC + shift;
	end
endmodule 
module SignExtend(
	input [15:0] number,
	output reg [31:0] extended_number
);	
	always @(number) begin
		extended_number[31:0] <= number[15:0];
	end
endmodule
module ShiftLeft2(
	input [31:0] offset,
	output reg [31:0] shift
);	
	always @(offset) begin
		shift = offset << 2;
	end
endmodule 
module MUX_RegDst(
	input RegDst,
	input [5:0] rt,
	input [5:0] rd,
	output reg [4:0] WriteAddr
);
	always @* begin
		case(RegDst)
			0: WriteAddr = rt;
			1: WriteAddr = rd;
		endcase
	end
endmodule
module MUX_ALUSrc(
	input ALUSrc,
	input [31:0] ReadData2,
	input [31:0] extended_number,
	output reg [31:0] ALU_In2
);
	always @* begin
		case(ALUSrc)
			0: ALU_In2 = ReadData2;
			1: ALU_In2 = extended_number;
		endcase
	end
endmodule
module MUX_PCSrc(
	input [31:0] pc,
	input [31:0] branch,
	input AND_result,
	output reg [31:0] nextPC
);
	initial begin
		nextPC = 32'b0;
	end
	always @* begin
		case(AND_result)
			0: nextPC = pc;
			1: nextPC = branch;
		endcase
	end
endmodule
module MUX_MemtoReg(
	input MemtoReg,
	input [31:0] ReadData,
	input [31:0] ALU_result,
	output reg [31:0] WriteData
);
	always @* begin
		case(MemtoReg)
			0: WriteData = ALU_result;
			1: WriteData = ReadData;
		endcase
	end
endmodule
module AND_CTRL_ALU(
	input Branch, Zero_flag,
	output reg AND_result
);
	always @(Branch, Zero_flag) begin
		AND_result = Branch && Zero_flag;
	end
endmodule
module core(clock, reset, pc, ALU_result, ReadData);
	input wire clock, reset;
	output wire [31:0] pc;
	wire [31:0] nextPC, instruction;
	wire [2:0] ALUOp;
	wire ALUSrc, RegDst, RegWrite, MemtoReg, MemRead, MemWrite, Branch, Jump;
	wire [4:0] WriteAddr;
	wire [31:0] WriteData;
	wire [31:0] ReadData1, ReadData2;
	wire [31:0] extended_number;
	wire [31:0] shift;
	wire [31:0] ALU_In2;
	wire [31:0] ADD_Branch;
	wire [3:0] ALUCtrl;
	output wire [31:0] ALU_result;
	wire Zero_flag;
	wire AND_result;
	output wire [31:0] ReadData;	
	PC ProgramCounter(.clock(clock), .nextPC(nextPC), .pc(pc));
	ADD_PC ADD_PC(.pc(pc), .nextPC(nextPC));
	i_mem InstructionMemory(.address(pc), .i_out(instruction));
	ctrl ControlUnit(
		.opcode(instruction[31:26]),
		.funct(instruction[5:0]),
		.ALUOp(ALUOp),
		.ALUSrc(ALUSrc),
		.RegDst(RegDst),
		.RegWrite(RegWrite),
		.MemtoReg(MemtoReg),
		.MemRead(MemRead),
		.MemWrite(MemWrite),
		.Branch(Branch),
		.Jump(Jump)
	);
	MUX_RegDst MUX_RegDst(
		.RegDst(RegDst),
		.rt(instruction[20:16]),
		.rd(instruction[15:11]),
		.WriteAddr(WriteAddr)
	);
	regfile Registers(
		.Clock(clock),
		.Reset(reset),
		.ReadAddr1(instruction[25:21]),
		.ReadAddr2(instruction[20:16]),
		.WriteAddr(WriteAddr),
		.WriteData(WriteData),
		.RegWrite(RegWrite),
		.ReadData1(ReadData1),
		.ReadData2(ReadData2)
	);
	MUX_ALUSrc MUX_ALUSrc(
		.ALUSrc(ALUSrc),
		.ReadData2(ReadData2),
		.extended_number(extended_number),
		.ALU_In2(ALU_In2)
	);
	ula_ctrl ALUControl(
		.ALUOp(ALUOp),
		.funct(instruction[5:0]),
		.ALUCtrl(ALUCtrl)
	);
	ula ALU(
		.In1(ReadData1),
		.In2(ALU_In2),
		.OP(ALUCtrl),
		.result(ALU_result),
		.Zero_flag(Zero_flag)
	);
	d_mem DataMemory(
		.Address(ALU_result),
		.WriteData(ReadData2),
		.MemWrite(MemWrite),
		.MemRead(MemRead),
		.ReadData(ReadData)
	);
	MUX_MemtoReg MUX_MemtoReg(
		.MemtoReg(MemtoReg),
		.ReadData(ReadData),
		.ALU_result(ALU_result),
		.WriteData(WriteData)
	);
endmodule 
File: flow/run.sh
#!/bin/bash
# OpenROAD 26Q1-2900-gdf79404cd8, Yosys 0.63+post, stock flow scripts
make -C /OpenROAD-flow-scripts/flow DESIGN_CONFIG=/design/flow/config.mk WORK_HOME=/design/flow/orfs finish
==> results_dict.tcl <==
# flow metrics
set metrics [dict create \
    outcome "complete, no violations" \
    drtIter0Drc 74 \
    gp_congestion 0.8224 \
    crit_type "input port to output pin" \
    logic_area_sq_um 1678 \
    yosys.area.top_type_share_pct 22.24 \
    grt_pass1_wl_um 9853 \
    ant_nets 0 \
    synthCells 241 \
    seq_cells 0 \
    row_count 30 \
    post-cts-setup-buffers 0 \
    cellPowerDensity_nw_per_um2 28.81 \
    period_needed_ns 12.62 \
    hpwl_um 5140 \
    ys_warn_count 1 \
    slew-limit-headroom_pct 65.03 \
    antenna_found_initial 0 \
    rsz0062_at_grt "no" \
    core-area_sq_um 6832 \
    chipArea_sq_um 10820 \
    timing.final.crit_share_pct 52.36 \
    routed_wl_um 5831 \
    cp_max_fo 4 \
    ff_latch_area_sq_um 0 \
    io_pins 96 \
    place_area_sq_um 2781 \
    top_area_cell "ha_1" \
    required_ns 19.28 \
    end_kind "output pin" \
    fill_cells 711 \
    drc 0 \
    groute.usage.overall_pct 10.38 \
    cp_common_cell "clkdlybuf4s50_1" \
    first_pass_iters 4 \
    nClkBuffers 0 \
    tns_ns 0 \
    finalHoldViolCount 0 \
    numPortBuffers 96 \
    path_cells "clkdlybuf4s50_1 > ha_1 > fa_1 > a21o_1 > a31o_2 > nand3_1 > o221ai_1 > a311oi_1 > o21bai_1 > xor2_1 > clkdlybuf4s50_1" \
    synthTopCellsByArea "ha_1 22%, a21oi_1 8.3%, a21o_1 8.2%" \
    fmax_ghz 0.07925 \
    drive_gt1_share_pct 3.067 \
    vias_per_cell 4.960 \
    overflow 0 \
    synth-cells-yosys 241 \
    start_kind "input port" \
    initial_core_util_pct 25.53 \
    grt_max_degree 11 \
    peakVddDrop_v 0.00001197 \
    path_buffers 2 \
    ys_chip_area_sq_um 1744 \
    synth_area_per_cell_sq_um 7.237 \
    holdBufCountCts 0 \
    report.final.slew_viol_count 0 \
    final_cell_area_sq_um 2781 \
    ctsResizeCount 0 \
    tightest_slew_ns 0.5114 \
    via_count 2093 \
    critPathArrivalTime_ns 7.80 \
    tool_warnings 32 \
    max_stage_delay_ns 0.49 \
    first_global_vias 2109 \
    post_drt_wl_per_cell_um 13.82 \
    syn-cell-area_sq_um 1744 \
    chipWidth_um 104 \
    crit_family "AND-OR/OR-AND gates" \
    n_antenna_cell 0 \
    cap_violations 0 \
    setup_viol 0 \
    ys_seq_share_pct 0 \
    p_leak_uw 0.001176 \
    area_growth_pct 59.47 \
    die.size.y_um 104 \
    cp_slowest_cell "clkdlybuf4s50_1" \
    yosysUniqueCellTypes 50 \
    worstHoldPathType "input port to output pin" \
]
[layout by cell type (no fill, tap or decap), drive strengths merged, types with 2 or more instances in the layout]
cell type,Yosys,routed
or2,3,3
clkdlybuf4s50,0,96
o21bai,5,5
o311ai,2,2
nor3,4,4
o21ai,15,15
nand2b,2,2
a211oi,3,3
o21a,2,2
o221ai,2,2
a21o,19,19
nand4,8,8
inv,6,6
ha,31,31
nor2,12,12
a311oi,3,3
a31oi,3,3
xnor2,13,13
mux2i,2,2
a21oi,29,29
nand2,18,18
o211ai,3,3
nand3,10,10
xor2,15,15
[path summary, 6_finish.rpt]
kind / startpoint / endpoint / depth (start not counted)
setup / recovery: nextPC[0] / branch[26] / 11
hold / removal: shift[0] / branch[0] / 3
[report_power, final]
part,internal (uW),switching [uW]
sequential,0,0
clock,0,0
combinational,48.3,31.9
total,48.3,31.9
[cells in the mapped netlist (2+ instances only)]
| library cell | instances |
|---|---|
| ha_1 | 31 |
| a21oi_1 | 29 |
| a21o_1 | 19 |
| nand2_1 | 18 |
| xor2_1 | 15 |
| o21ai_0 | 13 |
| xnor2_1 | 13 |
| nor2_1 | 12 |
| nand3_1 | 10 |
| clkbuf_1 | 8 |
| nand4_1 | 8 |
| inv_1 | 6 |
| nor3_1 | 4 |
| o21bai_1 | 4 |
| a211oi_1 | 3 |
| a31oi_1 | 3 |
| o211ai_1 | 3 |
| or2_2 | 3 |
| a311oi_1 | 2 |
| buf_2 | 2 |
| mux2i_1 | 2 |
| nand2b_1 | 2 |
| o21a_1 | 2 |
| o221ai_1 | 2 |
| o311ai_1 | 2 |
[routing by layer]
layer,vias up,wire [um],track usage [%]
li1,1094,-,-
met1,939,2877,14.49
met3,0,364,2.068
met2,60,2589,17.07
met5,-,0,0
met4,0,0,0
[through the flow]
step           utilization (%)  power [uW]  setup slack [ns]  std cells  hold slack, ns
4_1_cts                  40.71       81.41             11.46        422           10.67
3_5_place_dp             40.71       80.74             11.48        422           10.68
2_1_floorplan                -       38.54             12.63        241           9.712
5_1_grt                  40.71       89.40             11.29        422           10.71
3_3_place_gp             40.71       81.06             11.55        422           10.67
6_report                 40.71       80.12             11.48        422           10.67
[kinds of logic (layout without fill, tap and decap cells)]
group	Yosys count	count (layout)	synth area share, %
XOR/XNOR	28	28	14.06
adder cells (fa/ha/maj)	32	32	23.39
buffers and inverters	17	102	3.802
AND/OR/NAND/NOR	65	65	18.29
AND-OR/OR-AND	97	97	39.31
multiplexers	2	2	1.148
[cell type report]
type | instances | area share, %
Inverter | 6 | 0.8097
Multi-Input combinational cell | 224 | 60.32
Timing Repair Buffer | 96 | 34.55
Tap cell | 96 | 4.318
No activity file was given, so power comes from the tool's default toggle rates.
